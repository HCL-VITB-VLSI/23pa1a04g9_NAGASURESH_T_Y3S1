File: flow/config.mk
export PLATFORM = sky130hd
export DESIGN_NAME = alu_rca
export DESIGN_NICKNAME = alu_rca
export VERILOG_FILES = /design/flow/design.v
export SDC_FILE = /design/flow/constraint.sdc
export NUM_CORES = 4
export LEC_CHECK = 1
export CORE_UTILIZATION = 40
File: flow/constraint.sdc
current_design alu_rca

set clk_period 2.0
set clk_io_pct 0.2

create_clock -name clk0 -period $clk_period [get_ports {clk}]

set non_clock_inputs [all_inputs -no_clocks]
set_input_delay [expr $clk_period * $clk_io_pct] -clock clk0 $non_clock_inputs
set_output_delay [expr $clk_period * $clk_io_pct] -clock clk0 [all_outputs]
File: flow/design.v
`timescale 1ns/1ps
module adder_rca16 (
    input  [15:0] a,
    input  [15:0] b,
    input         cin,
    output [15:0] sum,
    output        cout
);
wire [15:0] c;
full_adder FA0 (
    a[0],
    b[0],
    cin,
    sum[0],
    c[0]
);
genvar i;
generate
    for(i=1; i<16; i=i+1)
    begin : RCA
        full_adder FA (
            a[i],
            b[i],
            c[i-1],
            sum[i],
            c[i]
        );
    end
endgenerate
assign cout = c[15];
endmodule
`timescale 1ns/1ps
module alu_rca (
    input              clk,
    input              rst_n,
    input      [15:0]  A,
    input      [15:0]  B,
    input      [2:0]   opcode,
    output reg [15:0]  Y,
    output reg         carry_out,
    output             zero_flag
);
wire [15:0] adder_sum;
wire adder_cout;
reg [15:0] Y_comb;
adder_rca16 RCA (
    .a(A),
    .b((opcode == 3'b001) ? ~B : B),
    .cin((opcode == 3'b001) ? 1'b1 : 1'b0),
    .sum(adder_sum),
    .cout(adder_cout)
);
always @(*) begin
    case(opcode)
        3'b000: Y_comb = adder_sum;
        3'b001: Y_comb = adder_sum;
        3'b010: Y_comb = A & B;
        3'b011: Y_comb = A | B;
        3'b100: Y_comb = A ^ B;
        default: Y_comb = 16'd0;
    endcase
end
always @(posedge clk or negedge rst_n) begin
    if(!rst_n) begin
        Y <= 16'd0;
        carry_out <= 1'b0;
    end
    else begin
        Y <= Y_comb;
        carry_out <= adder_cout;
    end
end
assign zero_flag = (Y == 16'd0);
endmodule
`timescale 1ns/1ps
module full_adder (
    input  a,
    input  b,
    input  cin,
    output sum,
    output cout
);
assign sum  = a ^ b ^ cin;
assign cout = (a & b) | (cin & (a ^ b));
endmodule
File: flow/run.sh
#!/bin/bash
# OpenROAD 26Q1-2900-gdf79404cd8, Yosys 0.63+post, stock flow scripts
make -C /OpenROAD-flow-scripts/flow DESIGN_CONFIG=/design/flow/config.mk WORK_HOME=/design/flow/orfs finish
==> impl.org <==
#+TITLE: Physical design notes

** Status
- Outcome :: finished with violations
- Failing checks :: setup timing

** Worst setup path
- Critical path type :: primary input to flop
- CP max stage cell :: fa_1
- Worst endpoint data arrival time :: 6.62 ns
- Cell mode on critical path :: fa_2
- The number of buffers and inverters on the critical path is 6.
- The timing report gives the biggest stage delay along the critical path as approximately 0.4 ns.
- The kind of cell with the highest combined delay along the critical path is adder cells.
- CP endpoint kind :: flop
- Largest fanout on the critical path :: 2
- STA classifies the critical path startpoint as a primary input.
- In this run the number of cells on the critical path is 25.
- For the worst setup path, the data required time is ~2.2 ns.

** Placed design
- According to the dpl log, the detail-placed design has an HPWL of 3.68 mm.
- In this run, placement finished with an instance count of 340.
- Number of port buffers :: between 50 and 60
- At the end of routability-driven placement, the weighted congestion stood at 0.859.
- Cell area after placement :: ~0.0028 mm²

** Logic synthesis
- Most used DFF post-synth :: dfrtp_1
- Total cell area reported by yosys after synthesis :: just under 0.002 mm²
- Of the post-synthesis cell area, the dominant cell type holds 0.220.
- In this run, synthesis inferred 0 flip-flops with an integrated enable.
- Yosys stat cell total :: roughly 200
- The biggest area contributor in the post-synthesis netlist is dfrtp_1.
- Top cells by instance count after synthesis :: inv_1 (38), ha_1 (32), o21ai_0 (18), dfrtp_1 (17)
- Post-synthesis instance area :: 0.00194 mm²
- After synthesis the netlist holds a flip-flop and latch count of 17.
- Async set or reset register ratio after synthesis :: 1.00
- Post-synthesis sequential area ratio :: 0.220
- Instance count of the mapped netlist :: 204
- Warnings reported by Yosys during synthesis add up to 1.
- Sorting the synthesis cell report by count puts at the top inv_1.
- Unique cell type count in the Yosys netlist :: 25
- Average cell area after synthesis :: approximately 9.5 µm²
- The main area contributors are dfrtp_1 (22%), ha_1 (21%), fa_1 (16%).

** Global route
- All-Layer GR Usage :: 0.198
- Routing resource usage on met2 recorded by global route was 0.319.
- GRT Max-Usage Layer :: met2
- Met3 Track Usage GR :: 0.0485
- Entering global routing, the biggest net connects 27 pins.
- Fraction of met1 tracks used by global routing :: 0.298
- The global route stage reports its total congestion overflow as 0.
- Vias in the first global route :: about 1700
- The number of antenna violations at the first check in global routing came to 0.
- The first global-routing pass estimated roughly 7.7 mm of wire.

** Route
- The detailed router finished its first iteration with 78 violations.
- Number of vias per cell :: approximately 5.0
- The final route contains roughly 1700 vias.
- Overall routed net length :: around 4.4 mm
- Per the post-route antenna check, the number of violating nets is 0.
- # diodes :: 0
- Before antenna repair, the detailed router went through 4 iterations.
- Wire length per cell after detailed routing :: roughly 13 µm
- TritonRoute reported its final design rule violation total as 0.

** Pwr
- Across the VDD grid, the largest voltage drop is just over 0.2 mV.
- Summed over all cells, the static leakage comes to approximately 0.0014 µW.
- Per the summary, power density relative to cell area is roughly 430 mW/mm².

** STA
- Setup repair after global routing could not meet its margin everywhere.
- In the finished design, the share of the clock period the worst path needs comes to 3.23.
- Smallest setup slack after layout :: -4.45 ns
- Normalized max-slew margin :: 0.785
- For the finished layout, the period the worst path requires is 6.45 ns.
- Actual slew at the worst max-slew pin :: between 0.3 and 0.4 ns
- Static timing analysis puts the maximum clock frequency at between 150 and 200 MHz.
- The end-of-flow timing check tallies setup violations at 14.
- In the final report, the number of hold violations comes to 0.
- Pins over their slew limit in the final report were tallied at 0.

** Flow run
- Number of warnings in the stage logs :: between 40 and 50
- Maxcap violations :: 0

** Finish
- Fill cell count :: around 420
- Sequential cell area :: about 430 µm²
- The layout stage reports a final design area of between 0.002 and 0.003 mm².
- In the final layout, the multi-input gates occupy 0.00138 mm².
- Area added between synthesis and finish :: 49.4%
- Once layout is complete, the cells apart from fillers number approximately 350.
- Per the final layout report, the fraction of cells sized above drive strength 1 comes to 0.253.

** Die
- In this run the standard cell core region covers roughly 0.0045 mm².
- The overall die size recorded for this design is between 0.005 and 0.006 mm².
- Die extent in y :: between 70 and 80 µm
- After floorplanning, the core was divided into 24 placement rows.
- For this design the top-level I/O count stands at 55.
- At the floorplan stage, the core utilization is reported as 0.430.
- Measured along the x axis, the die boundary spans ~70 µm.

** Clock tree
- In this run the clock root is driven by a clkbuf_8.
- Sinks on the clock net :: 17
- Maximum count of clock buffers along a single path :: 2
- CTS buffer count :: 3
- Clock input transition at the sequential cells of the worst setup and hold paths :: about 0.07 ns
- TritonCTS built the clock tree.
- Number of levels the H-tree was split into :: 1
- Hold buffers post-CTS :: 0

** Min path
- Worst min-delay path class :: primary input to async pin
==> power by group <==
part / internal, µW / switching [µW] / total (µW) / leakage [µW]
Combinational: 341 / 245 / 585 / 0.00113
Clock: 141 / 112 / 254 / 0.0000228
Sequential: 391 / 28.4 / 419 / 0.000216
Total: 873 / 385 / 1260 / 0.00137
==> metrics by stage <==
stage / TNS (ns) / total power, µW / setup slack (ns) / hold slack [ns] / util
final: -35.57 / 1260 / -4.45 / 0.477 / 0.643
after global routing: -38.21 / 1360 / -4.71 / 0.498 / 0.643
after CTS: -37.70 / 1260 / -4.58 / 0.487 / 0.643
after detailed placement: -45.57 / 999 / -5.11 / 0.744 / 0.625
after global placement: -45.51 / 994 / -5.08 / 0.740 / 0.625
after floorplan: -39.64 / 676 / -4.74 / 0.104 / -
==> logic make-up (layout without fill, tap and decap cells) <==
family,after synthesis,count (layout),share of synthesized area
buf+inv,48,137,0.104
simple gates,32,32,0.100
fa+ha+maj,47,47,0.362
xor+xnor,15,15,0.0678
flops,17,17,0.220
compound gates,45,45,0.147
==> layout by cell type (no fill, tap or decap), drive strengths merged <==
cell,synthesis,layout
dlygate4sd2,0,4
nand3,3,3
fa,15,15
clkbuf,6,5
inv,39,39
a21oi,11,11
nor2b,12,12
a32oi,12,12
nand3b,1,1
xnor2,15,15
o31ai,1,1
nor2,2,2
nand2b,1,1
o21ai,18,18
o221ai,3,3
or2,1,1
nor4,4,4
dfrtp,17,17
clkdlybuf4s50,0,47
nand2,7,7
ha,32,32
and4,1,1
buf,3,42
==> sequential cells by signal, indices dropped and copies added (netlist names) <==
signal	count
Y	16
carry_out	1
==> repair_timing <==
action	4_1_cts	5_1_grt
buffers inserted	2	0
endpoints found under the setup margin	17	15
gates cloned	0	0
resized	27	3
pin swaps	22	14
==> layout make-up <==
class	instances	area share
inverter	39	0.0506
sequential	17	0.147
clock buffer	4	0.0156
tap	52	0.0225
timing repair buffer	94	0.288
multi-input combinational	139	0.476
==> metal layers <==
metal | vias to the layer above | routed length (µm)
met3 | 2 | 347
met1 | 791 | 2020
met4 | 0 | 2
met5 | - | 0
li1 | 859 | -
met2 | 67 | 2060
==> path summary, 6_finish.rpt <==
path / startpoint / endpoint
min in group clk0: opcode[1] / Y[0]
hold / removal: rst_n / Y[8]
max in group asynchronous: rst_n / Y[7]
setup / recovery: opcode[2] / Y[15]
No activity file was given, so power comes from the tool's default toggle rates.
