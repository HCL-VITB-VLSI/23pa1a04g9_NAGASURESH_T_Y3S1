## config.mk

```make
export PLATFORM = sky130hd
export DESIGN_NAME = ring_buffer
export DESIGN_NICKNAME = ring_buffer
export VERILOG_FILES = /design/flow/design.v
export SDC_FILE = /design/flow/constraint.sdc
export NUM_CORES = 4
export LEC_CHECK = 1
export CORE_UTILIZATION = 50
```

## constraint.sdc

```tcl
current_design ring_buffer

set clk_period 4.3
set clk_io_pct 0.2

create_clock -name clk0 -period $clk_period [get_ports {clk}]

set non_clock_inputs [all_inputs -no_clocks]
set_input_delay [expr $clk_period * $clk_io_pct] -clock clk0 $non_clock_inputs
set_output_delay [expr $clk_period * $clk_io_pct] -clock clk0 [all_outputs]
```

## design.v

```verilog
module ring_buffer #(
    parameter WIDTH = 8,
    parameter DEPTH = 16
)(
    input clk,
    input rst,
    input wr_en,
    input rd_en,
    input [WIDTH-1:0] data_in,
    output [WIDTH-1:0] data_out,
    output empty,
    output full
);
reg [WIDTH-1:0] buffer [DEPTH-1:0];
reg [$clog2(DEPTH)-1:0] wr_ptr, rd_ptr;
reg [WIDTH-1:0] data_out_reg;
reg empty_reg, full_reg;
always @(posedge clk or posedge rst) begin
    if (rst) begin
        wr_ptr <= 0;
        rd_ptr <= 0;
        empty_reg <= 1;
        full_reg <= 0;
    end else begin
        if (wr_en && !full_reg) begin
            buffer[wr_ptr] <= data_in;
            wr_ptr <= (wr_ptr + 1) % DEPTH;
            empty_reg <= 0;
            if (wr_ptr == rd_ptr) full_reg <= 1;
        end
        if (rd_en && !empty_reg) begin
            data_out_reg <= buffer[rd_ptr];
            rd_ptr <= (rd_ptr + 1) % DEPTH;
            full_reg <= 0;
            if (rd_ptr == wr_ptr) empty_reg <= 1;
        end
    end
end
assign data_out = data_out_reg;
assign empty = empty_reg;
assign full = full_reg;
endmodule
```

## run.sh

```bash
#!/bin/bash
# OpenROAD 26Q1-2900-gdf79404cd8, Yosys 0.63+post, stock flow scripts
make -C /OpenROAD-flow-scripts/flow DESIGN_CONFIG=/design/flow/config.mk WORK_HOME=/design/flow/orfs finish
```

==> notes.md <==
Physical design

The run finished with clean final reports. On the final layout, the worst clock skew is 0.00699 ns. The tool warning count stands at 31. For the worst reg-to-reg path, the startpoint reported by OpenROAD is rd_ptr[3]$_DFFE_PP0P_. Looking at the cell usage after synthesis, the top flip-flop cell is edfxtp_1.

The post-layout instance area stands at 6770 um^2. The H-tree was split into 4 levels. In this run the clock root is driven by a clkbuf_16.

The final weighted congestion of routability-driven global placement stands at 0.884. Setup total negative slack on the finished layout was measured at 0 ns. The main area contributors are edfxtp_1 (70%), dfrtp_1 (3.9%), a22oi_1 (2.8%), nand2_1 (2.0%), ha_1 (1.7%). The type recorded for the worst min-delay path is register to register. Walking the worst path, the cells encountered are buf_4 -> nand2b_1 -> a221oi_1 -> o31ai_1 -> o32a_1.

In this run the most critical hold path is launched from full_reg$_DFFE_PP0P_. The number of buffers created by CTS stands at 17. In this run the vertical extent of the chip is 110 um.

The largest net degree at the start of global routing stands at 53. The flop-to-flop setup slack stands at 1.71 ns. Buffers added to address setup during post-CTS repair amount to 0. For this run, the top clock speed supported by timing is 386 MHz. Buffers inserted to repair hold after CTS numbered 0. For the worst-skew pair, the clock arrives at the later sink with an insertion delay of 0.41 ns.

The first global-routing pass estimated 20500 um of wire. The number of placement rows stands at 39. The slew at the pin closest to its max-slew limit stands at 0.827 ns. The worst setup path is captured at a register. The number of buffer cells added on primary ports stands at 21. Combinational cells account for 29.2% of the total power. Once synthesis finished, the tally of register bits stood at 146. The final-report setup violation count stands at 0. Across the whole layout, storage elements account for 4340 um^2.

The setup path with the least slack is of type register to register. Registers are responsible for 40.9% of the overall power. The detailed router reported a total wirelength of 13400 um.

The critical path's slowest stage uses the library cell dfrtp_1. Before any placement, the netlist area is recorded as 5840 um^2. The clock share of power stands at 29.9%. The switching fraction of total power stands at 32.5%. The worst path in the final design needs a cycle of 2.59 ns, including I/O delays and setup. The tree built by TritonCTS fans out to 146 sinks. The capture point of the worst register-to-register path is recorded as data_out_reg[6]$_DFFE_PP_. Yosys instantiated no cell more often than edfxtp_1. The cell type that accounts for the most area after synthesis is edfxtp_1. The critical path ends at data_out_reg[6]$_DFFE_PP_. The data arrival time of the critical path stands at 2.74 ns. Yosys reports that the leading cell type by area covers 69.9% of the netlist area. Once iteration 0 of detailed routing completed, the report listed 294 DRC markers.

The total global routing track utilization stands at 26.5%. The sequential element share of the synthesized area stands at 74.2%. The depth of the worst register-to-register path stands at 5.

Averaged over all synthesized cells, the footprint is 15.0 um^2. The number of cells reported by Yosys stat comes to 389. Per the final layout report, the fraction of cells sized above drive strength 1 comes to 11.2%. The number of gates given a new drive strength after cts stands at 0. The maximum net fanout on the critical path stands at 27.

The number of enable-type register cells in the synthesized netlist stands at 136. The data required time at the worst endpoint stands at 4.45 ns. Measured along the x axis, the die boundary spans 110 um. The worst pin sits at a relative slew slack of 44.7%. The floorplan core density stands at 51.2%. The synthesis area per yosys stands at 5840 um^2. In this run the cell area measured after placement is 6220 um^2.

The final-layout fill cell count stands at 892. Dividing the final minimum period by the clock period gives 60.2%. Per the synth stats, the proportion of register bits with asynchronous set or reset is 6.85%. The die covers 12100 um^2.

The initial antenna violation count is 0. In the placement report, post-DP HPWL is listed as 8420 um. In the synthesized netlist, the cells that appear most often are edfxtp_1 (136), nand2_1 (31), nor2_1 (24). The CTS clock-pin slew for the worst setup and hold paths stands at 0.05 ns. The post-synthesis cell count stands at 389. The total area of multi-input combinational cells stands at 1350 um^2. TritonCTS built the clock tree.

Counting the warning lines in the Yosys log gives 2. The number of flip-flops in the largest register stands at 128. The buffer levels on the longest clock path stands at 2. The region available for standard cell placement spans 11400 um^2. The global route stage reports its total congestion overflow as 0. The script computed a power per unit cell area of 672 nW/um^2. The total of max-cap violations stands at 0. The via density per instance stands at 6.02. Hold-check failures listed in the final report amount to 0. After detailed routing, the average wire length per cell comes to 23.4 um.

The worst setup path is launched from a register. Per the final report, max-transition violations number 0. The internal power of the cells totals 0.00307 W. In this run, distinct cell masters in the synthesized netlist total 43. The total via count in the routed design stands at 3445. The number of top-level pins stands at 22. The largest incremental delay on the critical path stands at 0.75 ns. Compared with the post-synthesis result, the final layout area differs by 15.8%. The iteration count of the initial detailed-routing pass stands at 7.

The number of global-route vias before repair stands at 3547. Summed over all cells, the static leakage comes to 2.23 nW. The number of nets with antenna violations after routing stands at 0. Looking at the VDD voltage map, the peak drop is 465 uV. The net load switching power stands at 0.00148 W. The count of antenna diodes in the layout stands at 0.

Setup repair after global routing left no endpoint under its margin. Tracing the worst setup path back leads to its startpoint at rd_ptr[3]$_DFFE_PP0P_. For this run, design rule violations remaining after detail routing come to 0.
==> placed cells by master (no fill, tap or decap), types with 5 or more instances in the layout <==
cell	synthesis	routed
a21oi_1	12	12
a222oi_1	6	6
a22oi_1	22	22
a31oi_1	6	6
buf_4	0	14
clkbuf_16	0	17
clkdlybuf4s50_1	0	21
dfrtp_1	9	9
edfxtp_1	136	136
ha_1	8	8
inv_1	9	9
nand2_1	31	31
nand2b_1	5	5
nand3_1	15	15
nand3b_1	6	6
nor2_1	24	24
o211ai_1	6	6
o21ai_0	11	11
o22ai_1	10	10
xnor2_1	6	6
==> metal layers <==
layer  GRT usage [%]  vias to the layer above  wire length, um
li1                -                     1575                -
met4            4.79                        0              221
met5               0                        -                0
met1            41.1                     1685             5340
met2            38.3                      167             6330
met3            13.1                       18             1460
==> worst max-delay path, delay by kind of cell, from the launching register on <==
kind | cells | cell delay, ns
compound gates | 3 | 0.96
buf+inv | 1 | 0.40
flops | 1 | 0.75
simple gates | 1 | 0.22
==> cell families (layout without fill, tap and decap cells) <==
group / count (synthesis) / in the layout / synth area share [%]
flip-flops: 146 / 146 / 74.2
AND/OR/NAND/NOR: 94 / 94 / 7.56
AND-OR/OR-AND: 90 / 90 / 11.1
buffers and inverters: 35 / 75 / 2.65
XOR/XNOR: 10 / 10 / 1.50
adder cells (fa/ha/maj): 8 / 8 / 1.71
multiplexers: 6 / 6 / 1.26
==> how the worst min path moves through the flow <==
stage | end | cells past startpoint | slack, ns
CTS | full_reg$_DFFE_PP0P_ | 2 | 0.55
global route | empty_reg$_DFF_PP1_ | 1 | 0.59
finish | full_reg$_DFFE_PP0P_ | 2 | 0.54
==> power groups by stage <==
stage	clock, W	combinational (W)	sequential (W)
CTS	0.00138	0.00133	0.00186
global route	0.00144	0.00146	0.00188
finish	0.00136	0.00133	0.00186
==> stage by stage <==
step	setup slack, ns	hold slack (ns)	instances	total power, W	util [%]
2_1_floorplan	2.10	0.476	389	0.00276	-
3_3_place_gp	1.41	0.525	541	0.00320	54.4
3_5_place_dp	1.36	0.535	541	0.00320	54.4
4_1_cts	1.70	0.547	572	0.00456	59.3
5_1_grt	1.56	0.593	572	0.00478	59.3
6_report	1.71	0.538	572	0.00454	59.3
==> cell type report <==
type                            count  share of cell area (%)
Inverter                            9                   0.499
Clock inverter                     12                    1.74
Multi-Input combinational cell    208                    20.0
Clock buffer                       19                    6.40
Timing Repair Buffer               35                    4.66
Sequential cell                   146                    64.1
Tap cell                          143                    2.64
Power is estimated from default activity; no workload was simulated.
