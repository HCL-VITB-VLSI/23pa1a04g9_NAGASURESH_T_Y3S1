$ cat /design/flow/run.sh
#!/bin/bash
# OpenROAD 26Q1-2900-gdf79404cd8, Yosys 0.63+post, stock flow scripts
make -C /OpenROAD-flow-scripts/flow DESIGN_CONFIG=/design/flow/config.mk WORK_HOME=/design/flow/orfs finish
$ cat /design/flow/config.mk
export PLATFORM = sky130hd
export DESIGN_NAME = alu_csa
export DESIGN_NICKNAME = alu_csa
export VERILOG_FILES = /design/flow/design.v
export SDC_FILE = /design/flow/constraint.sdc
export NUM_CORES = 4
export LEC_CHECK = 1
export CORE_UTILIZATION = 30
$ cat /design/flow/constraint.sdc
current_design alu_csa

set clk_period 2.0
set clk_io_pct 0.2

create_clock -name clk0 -period $clk_period [get_ports {clk}]

set non_clock_inputs [all_inputs -no_clocks]
set_input_delay [expr $clk_period * $clk_io_pct] -clock clk0 $non_clock_inputs
set_output_delay [expr $clk_period * $clk_io_pct] -clock clk0 [all_outputs]
$ cat /design/flow/design.v
`timescale 1ns/1ps
module adder_csa16 (
    input  [15:0] a,
    input  [15:0] b,
    input         cin,
    output [15:0] sum,
    output        cout
);
wire c1, c2, c3;
wire [3:0] s10, s11;
wire [3:0] s20, s21;
wire [3:0] s30, s31;
wire c10, c11, c20, c21, c30, c31;
rca4 A0 (
    a[3:0],
    b[3:0],
    cin,
    sum[3:0],
    c1
);
rca4 A10 (
    a[7:4],
    b[7:4],
    1'b0,
    s10,
    c10
);
rca4 A11 (
    a[7:4],
    b[7:4],
    1'b1,
    s11,
    c11
);
assign {c2, sum[7:4]} =
       (c1) ? {c11,s11} : {c10,s10};
rca4 A20 (
    a[11:8],
    b[11:8],
    1'b0,
    s20,
    c20
);
rca4 A21 (
    a[11:8],
    b[11:8],
    1'b1,
    s21,
    c21
);
assign {c3, sum[11:8]} =
       (c2) ? {c21,s21} : {c20,s20};
rca4 A30 (
    a[15:12],
    b[15:12],
    1'b0,
    s30,
    c30
);
rca4 A31 (
    a[15:12],
    b[15:12],
    1'b1,
    s31,
    c31
);
assign {cout, sum[15:12]} =
       (c3) ? {c31,s31} : {c30,s30};
endmodule
`timescale 1ns/1ps
module alu_csa (
    input              clk,
    input              rst_n,
    input      [15:0]  A,
    input      [15:0]  B,
    input      [2:0]   opcode,
    output reg [15:0]  Y,
    output reg         carry_out,
    output             zero_flag
);
wire [15:0] adder_sum;
wire adder_cout;
reg [15:0] Y_comb;
adder_csa16 CSA (
    .a(A),
    .b((opcode == 3'b001) ? ~B : B),
    .cin((opcode == 3'b001) ? 1'b1 : 1'b0),
    .sum(adder_sum),
    .cout(adder_cout)
);
always @(*) begin
    case(opcode)
        3'b000: Y_comb = adder_sum;
        3'b001: Y_comb = adder_sum;
        3'b010: Y_comb = A & B;
        3'b011: Y_comb = A | B;
        3'b100: Y_comb = A ^ B;
        default: Y_comb = 16'd0;
    endcase
end
always @(posedge clk or negedge rst_n) begin
    if(!rst_n) begin
        Y <= 16'd0;
        carry_out <= 1'b0;
    end
    else begin
        Y <= Y_comb;
        carry_out <= adder_cout;
    end
end
assign zero_flag = (Y == 16'd0);
endmodule
`timescale 1ns/1ps
module rca4 (
    input  [3:0] a,
    input  [3:0] b,
    input        cin,
    output [3:0] sum,
    output       cout
);
assign {cout,sum} = a + b + cin;
endmodule
==> impl_report.txt <==
FLOW METRICS REPORT
----------------------------------------------------
[Setup path]
  Buffers & Inverters on Critical Path ........................ 3
  Maximum cell stage delay along the critical path ........................ 0.53 ns
  Largest delay contributor family on the critical path ........................ simple AND/OR/NAND/NOR gates
  Cell with the biggest individual delay on the critical path ........................ fa_2
  Critical path arrival ........................ 3.09 ns
  Highest net fanout along the worst path ........................ 5
  Worst setup EP type ........................ flip-flop
  Critical-path cell list ........................ buf_6, nor2_4, and2_4, xnor2_2, ha_2, inv_2, fa_2, inv_2, ha_4, nand4_4, xor2_4, nand4_4, xnor2_4, and4bb_1, or3_1
  Critical path start-end classification ........................ input port to flip-flop
  Number of stages on the worst setup path ........................ 15
  Required time of the worst setup path ........................ 2.12 ns
  Worst Setup Start Kind ........................ input port

[Job]
  MaxCap Viol Count ........................ 0
  Tool warning count ........................ 44

[Logic synthesis]
  Async set or reset register ratio after synthesis ........................ 1.00
  Number of cells in the yosys synthesis report ........................ 254
  Yosys-reported design area after synthesis ........................ 2340 um^2
  Synth top area cells ........................ ha_1 (27%), dfrtp_1 (18%), xnor2_1 (7.8%)
  Most used flip-flop cell ........................ dfrtp_1
  Area fraction of the dominant cell type after synthesis ........................ 0.267
  Count of yosys warnings during synthesis ........................ 1
  Distinct cells, synth ........................ 41
  Share of the yosys chip area belonging to registers ........................ 0.182
  Instance tally after logic synthesis ........................ 254
  Netlist area before placement ........................ 2340 um^2
  Flop and latch count out of synthesis ........................ 17
  Number of enable-type register cells in the synthesized netlist ........................ 0
  Cell type with the highest aggregate area in the netlist ........................ ha_1
  Per-instance average area after synthesis ........................ 9.23 um^2

[Global routing]
  Pin count of the biggest net entering global routing ........................ 19
  Wire length of the first global-routing pass ........................ 9.27 mm
  Total GRT Usage ........................ 0.143
  Number of global-route vias before repair ........................ 2038
  Initial antenna violation count ........................ 0
  Gr ovfl total ........................ 0

[Layout]
  Commonest Layout Cell ........................ buf_4
  Proportion of layout cells with a drive suffix above 1 ........................ 0.312
  Count of fill cells added during filler insertion ........................ 676
  Utilization of the core after routing ........................ 0.499
  Most frequent logic cells in the routed design ........................ buf_4 (67), ha_1 (48), clkdlybuf4s50_1 (44)
  Area growth from synthesis to layout ........................ 57.8%
  Number of non-filler instances in the completed layout ........................ 474
  Final non-filler cell area ........................ 3700 um^2

[Timing]
  Final Max Slew Viols ........................ 0
  Worst slew margin relative to its limit ........................ 0.711
  Worst hold margin ........................ 0.381 ns
  Final number of hold-violating endpoints ........................ 0
  Setup repair after global routing missed its margin ........................ true
  Min setup slack post-route ........................ -0.963 ns
  Post-layout min period ........................ 2.96 ns
  Actual transition at the worst max-transition pin ........................ 0.432 ns
  Top achievable clock speed ........................ 338 MHz
  Post-layout period usage of the worst path ........................ 1.48
  Setup TNS ........................ -8.01 ns
  Final Setup Violations ........................ 14

[Floorplan]
  FP Util ........................ 0.316
  Vertical die size ........................ 90.4 um
  Core area ........................ 7410 um^2
  Chip area ........................ 8170 um^2
  Number of top-level design ports ........................ 55
  Horizontal die dimension ........................ 90.4 um
  # rows ........................ 31

[Worst hold path]
  Hold Path Cell Cnt ........................ 2
  Tightest Hold Check Type ........................ input port to flip-flop
  Origin of the worst min-delay path ........................ opcode[0]
  Endpoint, Worst Hold ........................ Y[4]

[Placed design]
  Number of I/O port buffers ........................ 54
  Area of placed instances ........................ 3480 um^2
  Placed insts ........................ 458
  HPWL reported at the end of detailed placement ........................ 4.74 mm
  Placer Congestion ........................ 0.862
  Place WS ........................ -1.60 ns

[Detailed routing]
  Via count ........................ 2196
  DRT Wirelength ........................ 5.79 mm
  Via-per-instance ratio ........................ 4.63
  DRC ........................ 0
  Number of violations reported at the end of detailed-routing iteration 0 ........................ 54
  Remaining number of nets flagged by the antenna check after routing ........................ 0
  Count of inserted antenna diode cells ........................ 0
  Wirelength per Cell ........................ 12.2 um
  First-pass iteration count of the detailed router ........................ 4

[Power and ir drop]
  Power density over the cells ........................ 467 nW/um^2
  Total design power ........................ 1.73 mW
  Worst IR drop on VDD ........................ 0.292 mV
  Static Leakage ........................ 1.83 nW

[CTS]
  Clock tree from TritonCTS ........................ yes
  Max Buffers Root-to-Sink ........................ 2
  Maximum level of the CTS H-tree ........................ 1
  Clk slew on worst S/H paths ........................ 0.07 ns
  Clock sinks ........................ 17
  Clock buffers created by TritonCTS ........................ 3
  Root buffer selected by CTS ........................ clkbuf_8

[Outcome]
  Failing checks ........................ negative setup slack
  Run status ........................ finished with violations

----------------------------------------------------
power by group:
part	total [mW]	switching, mW	internal, mW
logic	1.04	0.430	0.615
clock network	0.250	0.109	0.141
registers	0.433	0.0369	0.396
cells in the mapped netlist (all sizes together), types with 6 or more instances:
library cell and count:
xor2 9, xnor2 23, o22ai 6, clkbuf 8, dfrtp 17, a22oi 15
a21o 8, ha 50, inv 40, o221ai 9, nor2 6, nand2 17
a21oi 10
state kept, by name, summed over array words and instances, names as in the netlist:
register,flops
carry_out,1
Y,16
how the worst max path moves through the flow:
stage	from	endpoint
finish	opcode[1]	Y[15]
global route	opcode[1]	Y[15]
CTS	opcode[1]	Y[15]
routing by layer:
layer	global-route usage	up-vias	wire length [um]
li1	-	1130	-
met1	0.203	993	2680
met2	0.240	65	2700
met3	0.0205	8	334
met4	0.0175	0	72
met5	0	-	0
timing repair:
action	in CTS	in global routing
pin swaps	18	13
gates cloned	0	0
buffers inserted	6	6
setup endpoints to repair	17	15
hold buffers	0	0
resized	32	14
cell families (layout without fill, tap and decap cells):
group	after synthesis	in the layout	share of synthesized area
buf+inv	48	169	0.0769
compound gates	56	56	0.172
mux	1	1	0.00480
simple gates	46	46	0.120
xor+xnor	32	32	0.144
fa+ha+maj	54	54	0.301
flops	17	17	0.182
cell type report:
| class | instances | area (um^2) | share of cell area |
|---|---|---|---|
| Tap cell | 99 | 124 | 0.0335 |
| Inverter | 40 | 150 | 0.0406 |
| Clock buffer | 4 | 45.0 | 0.0122 |
| Multi-Input combinational cell | 189 | 1860 | 0.503 |
| Sequential cell | 17 | 425 | 0.115 |
| Timing Repair Buffer | 125 | 1090 | 0.296 |
No activity file was given, so power comes from the tool's default toggle rates.
